### flow/config.mk
export PLATFORM = sky130hd
export DESIGN_NAME = bcd2seven_seg
export DESIGN_NICKNAME = bcd2seven_seg
export VERILOG_FILES = /design/flow/design.v
export SDC_FILE = /design/flow/constraint.sdc
export NUM_CORES = 4
export LEC_CHECK = 1
export CORE_AREA = 10 10 70 70
export DIE_AREA = 0 0 80 80
### flow/constraint.sdc
current_design bcd2seven_seg

set clk_period 3.1
set clk_io_pct 0.2

create_clock -name clk0 -period $clk_period

set non_clock_inputs [all_inputs -no_clocks]
set_input_delay [expr $clk_period * $clk_io_pct] -clock clk0 $non_clock_inputs
set_output_delay [expr $clk_period * $clk_io_pct] -clock clk0 [all_outputs]
### flow/design.v
`timescale 1ns / 1ps
module FA(a, b, cin, select, sum, carry);
	input a;
	input b;
	input cin;
	input select;
	output sum;
	output carry;
	wire w1, w2, w3, w4, w5;
	xor #10 (w1, b, select);
	xor #10 (w2, a, w1);
	xor #10 (sum, w2, cin);
	and #5 (w4, w2, cin);
	and #5 (w5, a, w1);
	or #5 (carry, w4, w5);
endmodule
`timescale 1ns / 1ps
module ALU(
    input [1:0]a,
	 input [1:0]b,
	 input cin,
	 input [1:0]select,
	 output [3:0]out);
	 wire [1:0]w1;
	 wire [2:0]w2;
	 wire [3:0]w3;
	 reg zero = 1'b0;
	 NAND nnd(a, b, w1);
	 Add_2 add2(a, b, cin, w2);
	 Multiply_2 mlt(a, b, w3);
	 Mux4_1 mx(select, {zero, zero, a}, {zero, zero, w1}, {zero, w2}, w3, out);
endmodule
`timescale 1ns / 1ps
module Add_2(
    input [1:0]a,
	 input [1:0]b,
	 input cin,
	 output [2:0]out);
	 wire w1, w2;
	 FA fa0(a[0], b[0], cin, cin, out[0], w1);
	 xor ( out[2] ,w2, cin);
	 FA fa1(a[1], b[1], w1, cin, out[1], w2);
endmodule
`timescale 1ns / 1ps
module Multiply_2(
    input [1:0]a,
	 input [1:0]b,
	 output [3:0]out);
	 wire [2:0]w;
	 wire carry;
	 and (out[0], a[0], b[0]);
	 and (w[0], a[0], b[1]);
	 and (w[1], a[1], b[0]);
	 FA fa0(w[0], w[1], 0, 0, out[1], carry);
	 and (w[2], a[1], b[1]);
	 FA fa1(w[2], 0, carry, 0, out[2], out[3]);
endmodule
`timescale 1ns / 1ps
module Mux4_1(
		input [1:0]sel,
		input [3:0]in0,
		input [3:0]in1,
		input [3:0]in2,
		input [3:0]in3,
		output [3:0]out);
	wire [3:0]w0;
	wire [3:0]w1;
	wire [3:0]w2;
	wire [3:0]w3;
	wire [1:0]nSel;
	not (nSel[0], sel[0]);  
	not (nSel[1], sel[1]);  
	and (w0[0], nSel[0], nSel[1], in0[0]);  
	and (w0[1], sel[0], nSel[1], in1[0]);  
	and (w0[2], nSel[0], sel[1], in2[0]);  
	and (w0[3], sel[0], sel[1], in3[0]);  
	or (out[0], w0[0], w0[1], w0[2], w0[3]);  
	and (w1[0], nSel[0], nSel[1], in0[1]);  
	and (w1[1], sel[0], nSel[1], in1[1]);  
	and (w1[2], nSel[0], sel[1], in2[1]);  
	and (w1[3], sel[0], sel[1], in3[1]);  
	or (out[1], w1[0], w1[1], w1[2], w1[3]);  
	and (w2[0], nSel[0], nSel[1], in0[2]);  
	and (w2[1], sel[0], nSel[1], in1[2]);  
	and (w2[2], nSel[0], sel[1], in2[2]);  
	and (w2[3], sel[0], sel[1], in3[2]);  
	or (out[2], w2[0], w2[1], w2[2], w2[3]);  
	and (w3[0], nSel[0], nSel[1], in0[3]);  
	and (w3[1], sel[0], nSel[1], in1[3]);  
	and (w3[2], nSel[0], sel[1], in2[3]);  
	and (w3[3], sel[0], sel[1], in3[3]);  
	or (out[3], w3[0], w3[1], w3[2], w3[3]);  
endmodule
`timescale 1ns / 1ps
module NAND(
    input [1:0]a,
	 input [1:0]b,
	 output [1:0]out);
	 nand (out[0], a[0], b[0]);
	 nand (out[1], a[1], b[1]);
endmodule
`timescale 1ns / 1ps
module bcd2seven_seg(a,b,cin,select,SEG_SEL,SEG_DATA);
	input [1:0]a;
	input [1:0]b;
	input cin;
	input [1:0]select;
	output [4:0]SEG_SEL;
	output [7:0]SEG_DATA;
	reg [7:0]SEG_DATA;
	wire [3:0]mux_out;
	ALU alu(a, b, cin, select, mux_out);
	always @(mux_out)
		begin
			case(mux_out)
				0:SEG_DATA = 8'b00111111;
				1:SEG_DATA = 8'b00000110;
				2:SEG_DATA = 8'b01011011;
				3:SEG_DATA = 8'b01001111;
				4:SEG_DATA = 8'b01100110;
				5:SEG_DATA = 8'b01101101;
				6:SEG_DATA = 8'b01111101;
				7:SEG_DATA = 8'b00000111;
				8:SEG_DATA = 8'b01111111;
				9:SEG_DATA = 8'b01101111;
			endcase
		end
	assign SEG_SEL=5'b00001;
endmodule
### flow/run.sh
#!/bin/bash
# OpenROAD 26Q1-2900-gdf79404cd8, Yosys 0.63+post, stock flow scripts
make -C /OpenROAD-flow-scripts/flow DESIGN_CONFIG=/design/flow/config.mk WORK_HOME=/design/flow/orfs finish
==> qor.csv <==
metric,value,unit
detail_route.wl_per_cell,9.91,um
place.port_buffers,14,
grt.overflow.total,0,
grt_setup_unrepaired,no,
fp-utilization,16.1,%
report.final.hold_viol_count,0,
post_syn_area_per_cell,8.58,sq um
layout_top_cell,sky130_fd_sc_hd__clkdlybuf4s50_1,
synth_warnings,6,
netlist_area,549,sq um
wire_length_of_the_first_global_routing_pass,2.04,mm
pin_count_of_the_biggest_net_entering_global_routing,12,
post_detailed_route_drc_marker_count,0,
run_status,finished clean,
cts_hold_repair_buffers,0,
firstDrtPassIters,4,
number_of_antenna_violations_at_the_first_check_in_global_routing,0,
die_h,80,um
unclocked_regs,7,
synth.yosys.num_cells,64,
layout-area-overhead-vs-synth,27.6,%
vias_in_the_first_global_route,468,
most_instantiated_logic_cells_after_routing,"sky130_fd_sc_hd__clkdlybuf4s50_1 (14), sky130_fd_sc_hd__dlxtn_1 (7), sky130_fd_sc_hd__conb_1 (6), sky130_fd_sc_hd__nor2_1 (4), sky130_fd_sc_hd__and2_1 (3)",
total_leakage_power,0.293,nW
num_vias,478,
core-area,0.00342,sq mm
largest_register_ffs,7,
dp_hpwl,1.02,mm
fmax,0.331,GHz
numSynthFlops,7,
ys_types,36,
fp.dieArea,0.00640,sq mm
drt.antenna.violating_nets,0,
global_route.usage.total,3.69,%
final_layout_size_suffix_gt1_share,12.2,%
synthDominantCellAreaShare,19.1,%
final_max_slew_viol_count,0,
globalplace.congestion,0.788,
slew_headroom,66.6,%
routed_via_density,3.98,
io_pins,20,
post-synth-top-area-cell,sky130_fd_sc_hd__dlxtn_1,
synth-area-yosys,549,sq um
post-cts-setup-buffers,0,
setup_total_negative_slack,0,ns
detail_route.iter0.violations,26,
number_of_setup_violations_in_the_final_report,0,
cts-resized-gates,0,
unconstrained_endpoints,14,
rows,21,
power.density_cell_area,113,mW/mm^2
warnings,33,
synth_cells,64,
post_synth_main_area_contributors,"sky130_fd_sc_hd__dlxtn_1 (19%), sky130_fd_sc_hd__buf_4 (8.2%), sky130_fd_sc_hd__ha_1 (4.6%)",
worst_slew_pin_slew,0.497,ns
fillCellCount,382,
antenna-diode-count,0,
max-cap-violations,0,
die_width,80,um
finalWirelength,1.19,mm
ir_drop,0.0235,mV
cells in the mapped netlist, drive strengths merged:
cell,number
o2111ai,1
nor4,1
o22a,1
o211a,1
a32oi,1
a211oi,2
o2111a,1
o2bb2ai,1
nor3,2
nand2b,1
fa,1
nand3,2
buf,8
o21ai,1
xor2,2
and3,4
o221a,1
o21bai,2
o221ai,1
a21oi,2
nand2,2
or3,3
a311oi,1
o21a,1
dlxtn,7
nor2,4
ha,2
conb,2
and2,4
mux2,2
final cells by class:
type / instances / area (sq um) / share of cell area [%]
multi-input cells: 53 / 398 / 56.8
repair buffers: 14 / 140 / 20.0
flip-flops and latches: 7 / 105 / 15.0
well taps: 46 / 57.6 / 8.21
logic make-up (layout without fill, tap and decap cells):
| logic type | Yosys count | after routing | synth area share, % |
|---|---|---|---|
| buffers and inverters | 8 | 14 | 11.2 |
| adder cells (fa/ha/maj) | 3 | 3 | 8.20 |
| multiplexers | 2 | 2 | 4.10 |
| other | 2 | 6 | 1.37 |
| latches | 7 | 7 | 19.1 |
| XOR/XNOR | 2 | 2 | 3.19 |
| AND-OR/OR-AND | 17 | 17 | 27.8 |
| AND/OR/NAND/NOR | 23 | 23 | 25.1 |
report_power, final:
part	switching, mW	internal, mW
Combinational	0.0394	0.0367
Sequential	0.00000775	0.00330
Clock	0	0
Total	0.0394	0.0400
layer usage:
| layer | vias to the layer above | part of all wire (%) | global-route usage [%] |
|---|---|---|---|
| li1 | 249 | - | - |
| met1 | 215 | 44 | 4.56 |
| met2 | 14 | 49 | 6.74 |
| met3 | 0 | 6.7 | 0.795 |
| met4 | 0 | 0 | 0 |
| met5 | - | 0 | 0 |
metrics by stage:
step / power [mW] / cell area, sq um / utilization, % / std cells
after CTS: 0.0799 / 701 / 20.5 / 120
final: 0.0794 / 701 / 20.5 / 120
after detailed placement: 0.0796 / 701 / 20.5 / 120
after global placement: 0.0781 / 701 / 20.5 / 120
after global routing: 0.0902 / 701 / 20.5 / 120
after floorplan: 0.0634 / 564 / - / 68
No activity file was given, so power comes from the tool's default toggle rates.
