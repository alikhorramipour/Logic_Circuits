`design/flow/run.sh`:
```
#!/bin/bash
# OpenROAD 26Q1-2900-gdf79404cd8, Yosys 0.63+post, stock flow scripts
make -C /OpenROAD-flow-scripts/flow DESIGN_CONFIG=/design/flow/config.mk WORK_HOME=/design/flow/orfs finish
```
`design/flow/config.mk`:
```
export PLATFORM = sky130hd
export DESIGN_NAME = fourBit_adder
export DESIGN_NICKNAME = fourBit_adder
export VERILOG_FILES = /design/flow/design.v
export SDC_FILE = /design/flow/constraint.sdc
export NUM_CORES = 4
export LEC_CHECK = 1
export CORE_AREA = 10 10 70 70
export DIE_AREA = 0 0 80 80
```
`design/flow/constraint.sdc`:
```
current_design fourBit_adder

set clk_period 3.6
set clk_io_pct 0.2

create_clock -name clk0 -period $clk_period

set non_clock_inputs [all_inputs -no_clocks]
set_input_delay [expr $clk_period * $clk_io_pct] -clock clk0 $non_clock_inputs
set_output_delay [expr $clk_period * $clk_io_pct] -clock clk0 [all_outputs]
```
`design/flow/design.v`:
```
`timescale 1ns / 1ps
module FA(a, b, cin, select, sum, carry);
	input a;
	input b;
	input cin;
	input select;
	output sum;
	output carry;
	wire w1, w2, w3, w4, w5;
	xor #10 (w1, b, select);
	xor #10 (w2, a, w1);
	xor #10 (sum, w2, cin);
	and #5 (w4, w2, cin);
	and #5 (w5, a, w1);
	or #5 (carry, w4, w5);
endmodule
`timescale 1ns / 1ps
module fourBit_adder(a, b, select, res, carry);
	input [3:0] a;
	input [3:0] b;
	input select;
	output [3:0] res;
	output carry;
	wire [2:0] w;
	FA fa1(a[0], b[0], select, select, res[0], w[0]);
	FA fa2(a[1], b[1], w[0], select, res[1], w[1]);
	FA fa3(a[2], b[2], w[1], select, res[2], w[2]);
	FA fa4(a[3], b[3], w[2], select, res[3], carry);
endmodule
```
==> ci_impl_report.md <==
## Synthesis and layout report

| Metric | Value |
|---|---|
| Outcome | `finished, final reports clean` |
| Worst hold-check path type | `in2out` |
| ANT nets after route | `0` |
| Cell type with the largest total area | `fa_1` |
| Tool warnings | `32` |
| Final setup viols | `0` |
| Total Die Area | `between 6000 and 7000 um2` |
| Placed instance area | `around 340 um2` |
| Worst slew pin tran | `229 ps` |
| Total Wirelength | `just over 500 um` |
| Hold-fix buffers at CTS | `0` |
| Slew Limit Fails | `0` |
| Ys cells | `17` |
| Area Growth Syn to Fin | `120%` |
| P per Cell Area | `149 nW/um2` |
| Fin area | `about 340 um2` |
| First-pass GRT wire length | `slightly below 800 um` |
| Share of cells above drive strength 1 | `slightly above 10%` |
| Maximum clock rate | `0.285 GHz` |
| Multi-input logic area | `around 110 um2` |
| Filler cells | `just over 400` |
| Top-area cell share | `approximately two fifths` |
| 1st-pass router iterations | `2` |
| Count of flip-flops and latches | `0` |
| Mapped Cells | `17` |
| Initial antenna violation count | `0` |
| Most used logic cell in the final layout | `clkdlybuf4s50_1` |
| Total global routing overflow | `0` |
| Vias post-DR | `approximately 130` |
| Worst-path fanout max | `1` |
| # clk buffers | `0` |
| Period utilization | `97.4%` |
| FF/Latch Area | `0 um2` |
| Tot GR Track Use | `roughly 1.6%` |
| Vias per cell | `between 1.5 and 2` |
| Seq/Total Area, Yosys | `0%` |
| Startpoint Class | `input port` |
| CP required | `2880 ps` |
| Final GP Congestion | `around 0.7` |
| Yosys warning total | `0` |
| Slew HR | `a little over four fifths` |
| Syn_area_per_cell | `just over 9 um2` |
| Largest net degree at the start of global routing | `4` |
| DRC | `0` |
| Max Cap Viol | `0` |
| Period minus WS final | `approximately 3500 ps` |
| Critical path class | `in2out` |
| Die Span X | `80 um` |
| DRT iter0 DRCs | `2` |
| IO Count | `14` |
| YS chip area | `around 150 um2` |
| Lkg Pwr | `between 0.1 and 0.15 nW` |
| # rows | `21` |
| Utilization after layout | `about a tenth` |
| Routed wire per std cell | `6.88 um` |
| Most frequent cells in the layout | `11 x clkdlybuf4s50_1, 5 x inv_1` |
| Vias in the first global route | `152` |
| Die y size | `roughly 80 um` |
| Floorplan Utilization | `4.51%` |
| Mapped Area | `approximately 150 um2` |
| Setup bufs post-CTS | `0` |
| Top area cell types | `fa_1 39%, buf_4 20%, inv_1 12%, xnor2_1 11%, xor2_1 11%` |
| CP Capture Type | `output pin` |
| Library cells used by synthesis | `6` |
| Unrepaired setup endpoints after global routing | `false` |
| PortBufs | `14` |
| Worst vdd ir | `between 0.04 and 0.05 mV` |
| Ant. Diodes | `0` |
| Core Area | `approximately 3400 um2` |
| WP data arrival | `approximately 2800 ps` |
| Final hold vios | `0` |
==> Yosys cell counts <==
cell	count
inv_1	5
buf_4	4
xor2_1	2
mux2i_1	1
xnor2_1	2
fa_1	3
==> metrics by stage <==
| step | setup slack [ps] | power [W] | std cells | setup TNS [ps] | hold WS [ps] |
|---|---|---|---|---|---|
| after global routing | 15.9 | 0.0000572 | 75 | 0 | 2190 |
| after floorplan | 692 | 0.0000253 | 17 | 0 | 1550 |
| after CTS | 74.8 | 0.0000522 | 75 | 0 | 2350 |
| final | 93.5 | 0.0000505 | 75 | 0 | 2140 |
| after global placement | -235 | 0.0000535 | 75 | -235 | 2410 |
| after detailed placement | -258 | 0.0000546 | 75 | -277 | 2420 |
==> worst paths after layout <==
kind | startpoint | end | depth (start not counted)
hold / removal | b[0] | res[0] | 4
setup / recovery | b[1] | res[3] | 7
==> area by class of cell <==
| type | count | area share [%] |
|---|---|---|
| multi-input combinational | 8 | 31.7 |
| timing repair buffer | 16 | 45.8 |
| inverter | 5 | 5.54 |
| tap | 46 | 17.0 |
==> worst max-delay path: stages <==
cell,delay (ps)
clkdlybuf4s50_1,420
xnor2_1,160
fa_2,370
fa_1,360
inv_1,70
fa_1,410
dlygate4sd2_1,270
==> logic make-up after synthesis <==
family,share of synthesized area [%]
buffers and inverters,31.7
XOR/XNOR,22.8
adder cells (fa/ha/maj),39.0
multiplexers,6.50
==> where the power goes <==
part | total, W | switching [W] | internal (W)
registers | 0 | 0 | 0
clock network | 0 | 0 | 0
logic | 0.0000505 | 0.0000163 | 0.0000342
==> routing by layer <==
metal  vias to the layer above  track usage [%]  wire length (um)
li1                         67                -                 -
met1                        48             2.40               290
met2                        14             1.12                72
met3                         0             1.93               153
met4                         0                0                 0
met5                         -                0                 0
==> repair_timing <==
| item | in CTS | in global routing |
|---|---|---|
| endpoints found under the hold margin | 0 | 0 |
| gates resized | 3 | 1 |
| setup endpoints to repair | 2 | 1 |
Power is estimated from default activity; no workload was simulated.
